==> design/flow/design.v <==
module cic32
    (
        input i_clk_high,
        input i_reset,
        input [7:0] i_signal,
        output reg o_clk_low,
        output [9:0] o_signal
    );
    localparam hold   = 1'b0;
    localparam sample = 1'b1;
    reg [1:0] r_main_ST;
    reg [4:0] r_counter;
    reg [7:0] r_signal_in;
    reg [25:0] r_intergrator_0;
    reg [20:0] r_intergrator_1;
    reg [15:0] r_intergrator_2;
    reg [13:0] r_intergrator_2_decimation_1;
    reg [13:0] r_intergrator_2_decimation_2;
    reg [13:0] r_comb_0;
    reg [13:0] r_comb_1;
    reg [12:0] r_comb_1_decimation_1;
    reg [12:0] r_comb_1_decimation_2;
    reg [12:0] r_comb_2;
    reg [11:0] r_comb_2_decimation_1;
    reg [11:0] r_comb_2_decimation_2;
    reg [11:0] r_comb_3;
    always @(posedge i_clk_high or posedge i_reset)
        begin
            if(i_reset)
                begin
                    r_counter <= 5'b0;
                    r_main_ST <= hold;
                    o_clk_low <= 1'b0;
                end
            else
                begin
                    if (r_counter == 5'd31)
                        begin
                            r_counter <= 5'b0;
                            r_main_ST <= sample;
                            o_clk_low <= 1'b1;
                        end
                    else
                        begin
                            r_counter <= r_counter + 1;
                            r_main_ST <= hold;
                            o_clk_low <= 1'b0;
                        end
                end
        end
    always @(posedge i_clk_high)
        begin
            r_signal_in     <= i_signal;
            r_intergrator_0 <= r_intergrator_0 + r_signal_in;
            r_intergrator_1 <= r_intergrator_1 + r_intergrator_0[25:5];
            r_intergrator_2 <= r_intergrator_2 + r_intergrator_1[20:5];
        end
    always @(posedge i_clk_high)
        begin
            if (r_main_ST == sample)
                begin
                    r_comb_0 <= r_intergrator_2[15:2];
                    r_intergrator_2_decimation_1 <= r_comb_0;
                    r_intergrator_2_decimation_2 <= r_intergrator_2_decimation_1;
                    r_comb_1 <= r_comb_0 - r_intergrator_2_decimation_2;
                    r_comb_1_decimation_1 <= r_comb_1[13:1];
                    r_comb_1_decimation_2 <= r_comb_1_decimation_1;
                    r_comb_2 <= r_comb_1[13:1] - r_comb_1_decimation_2;
                    r_comb_2_decimation_1 <= r_comb_2[12:1];
                    r_comb_2_decimation_2 <= r_comb_2_decimation_1;
                    r_comb_3 <= r_comb_2 - r_comb_2_decimation_2;
                end
        end
    assign o_signal = r_comb_3[11:2];
endmodule
==> design/flow/run.sh <==
#!/bin/bash
# OpenROAD 26Q1-2900-gdf79404cd8, Yosys 0.63+post, stock flow scripts
make -C /OpenROAD-flow-scripts/flow DESIGN_CONFIG=/design/flow/config.mk WORK_HOME=/design/flow/orfs finish
==> design/flow/config.mk <==
export PLATFORM = sky130hd
export DESIGN_NAME = cic32
export DESIGN_NICKNAME = cic32
export VERILOG_FILES = /design/flow/design.v
export SDC_FILE = /design/flow/constraint.sdc
export NUM_CORES = 4
export LEC_CHECK = 1
export CORE_UTILIZATION = 30
==> design/flow/constraint.sdc <==
current_design cic32

set clk_period 8.9
set clk_io_pct 0.2

create_clock -name clk0 -period $clk_period [get_ports {i_clk_high}]

set non_clock_inputs [all_inputs -no_clocks]
set_input_delay [expr $clk_period * $clk_io_pct] -clock clk0 $non_clock_inputs
set_output_delay [expr $clk_period * $clk_io_pct] -clock clk0 [all_outputs]
==> Slide: Implementation Results <==
Implementation Results

Clock network
  • Total clock sinks: approximately 200
  • Clock Path Buffers: 3
  • Cts hold-fix bufs: 0
  • CTS root buf: clkbuf_16
  • CTS tree: done
  • Post_cts resized: 0
  • Clk ins delay skew pair: 0.49 ns
  • Worst-path clk slew: about 0.06 ns
  • Post-CTS setup buffer count: 0
  • H-tree levels: 1
  • CTS buffer count: 22

Outcome
  • Status: finished, final reports clean

Hold path
  • Hold crit path type: flip-flop to flip-flop

Finish
  • Ratio of cells with drive above 1 in the final layout: around 5.9%
  • Area grow syn2layout: 14.6%
  • Post-route insts no fill: 1256
  • Layout Utilization: 35.0%

Synthesis
  • Yosys stat chip area: approximately 9600 µm²
  • Synth async-reset ratio: approximately 3%
  • Number of cells in Yosys stat: about 800
  • Mapped Area: approximately 9600 µm²
  • Synth Flop Type: edfxtp_1
  • Unique masters post-synth: 67
  • Syn Area/Cell: 12.0 µm²
  • Count of state elements after synthesis: 205
  • Post-Synthesis Cells: around 800
  • EDFF count, synth: between 100 and 150
  • Synth warn: 1
  • Synth Seq Share: a little under three fifths

Critical path
  • Slowest stage delay, CP: between 0.6 and 0.7 ns
  • WP buf/inv: 1
  • Slowest cell on crit path: dfrtp_4
  • Critical Path RT: between 7 and 8 ns
  • Critical-path cell list: clkdlybuf4s50_1
  • Setup crit end kind: output port
  • Top cell family by delay on the critical path: flip-flops
  • WP data arrival: between 1.5 and 2 ns
  • CP max FO: 34
  • Setup CP Type: flip-flop to output port
  • Critical Path Start Type: flip-flop

STA
  • Final min period: about 3.5 ns
  • Rel. slew slack: a little over half
  • Final setup TNS: 0 ns
  • Hold Fails Final Rpt: 0
  • Max Clk Rate: roughly 0.28 GHz
  • Final Skew: 0.0100 ns
  • RSZ-0062 raised after global routing: no
  • WHS: between 0.4 and 0.5 ns
  • Fin crit share: 39.5%
  • Slew Viols, Final: 0
  • Setup violators final: 0
  • Tightest Pin Transition: approximately 0.7 ns

Routing
  • Remaining antenna violation count: 0
  • DRT Pass-1 Iters: 4
  • Drt wl/cell: between 10 and 15 µm
  • Vias per cell: 4.56
  • Vias: between 5000 and 6000
  • Initial DRC Count: roughly 290
  • Final wirelength: between 10 and 15 mm
  • Diode count: 0
  • Detailed-route DRC error count: 0

Power
  • VDD IR max: about 150 µV
  • Comb power frac: 29.3%
  • Clock power frac: just under 30%
  • P_leak: about 0.0044 µW
  • Seq pwr share: between 40% and 50%
  • Internal: between 2000 and 2500 µW
  • Net Sw Frac: between 20 and 30%
  • Cell Pwr Density: between 200 and 300 nW/µm²
  • Sw power: about 890 µW

Floorplanning
  • Fp_density: 30.5%
  • Die outline width: roughly 180 µm
  • IO Pins: 21
  • Chip area: 32800 µm²
  • Rows: approximately 65
  • Core Area: 31600 µm²
  • Die Ht: 181 µm

Global routing
  • Vias in the first global route: between 5000 and 6000
  • GRT Residual Overflow: 0
  • Largest net degree at the start of global routing: about 60
  • Overall Global Routing Usage: a little under a tenth
  • Initial antenna violation count: 0
  • First-pass GRT wire length: roughly 25 mm

Flow run
  • Log Warnings: 25
  • Max Cap Viol: 0

Placement
  • Placed insts: about 1200
  • Number of I/O port buffers: 20
  • DPL Wire Length: approximately 9.8 mm
  • Gp weighted congestion: 0.856
## placed cells by master (no fill, tap or decap), drive strengths merged, types with 3 or more instances in the layout
master         Yosys  routed
clkbuf             6      26
nor2              44      44
nor4               5       5
and3               8       8
a211oi            10      10
o211ai             9       9
a21o              21      21
nand2             44      44
nand3             20      20
o21a              11      11
fa                 5       5
clkinv             1      11
or4                5       5
or2                3       3
clkdlybuf4s50      0      20
dfrtp              6       6
o31ai              3       3
xor2              35      35
edfxtp           128     128
a31oi             11      11
o21bai             5       5
inv               63      63
xnor2             53      53
ha                79      79
dfxtp             71      71
o21ai             32      32
nand2b             5       5
a21oi             49      49
nor2b             12      12
or3                8       8
nand4              4       4
nor3              11      11
## synthesized netlist by cell type, types with 14 or more instances
library cell | instances | area, µm²
o21ai_0 | 17 | 85.1
dfxtp_1 | 71 | 1420
xnor2_1 | 53 | 464
nand3_1 | 20 | 100
a21o_1 | 21 | 158
inv_1 | 63 | 236
xor2_1 | 35 | 307
ha_1 | 79 | 988
nor2_1 | 44 | 165
edfxtp_1 | 128 | 3840
a21oi_1 | 47 | 235
nand2_1 | 44 | 165
o21ai_1 | 14 | 70.1
## routing by layer
layer	global-route usage [%]	wire length (µm)	vias to the layer above
met5	0	0	-
met4	2.03	328	0
met3	1.99	579	25
met2	14.3	6170	81
met1	13.7	7000	2607
li1	-	-	3018
## logic make-up (layout without fill, tap and decap cells)
group,count (synthesis),count (layout),synth area share (%)
buffers and inverters,70,125,2.73
flip-flops,205,205,56.3
XOR/XNOR,88,88,8.01
AND-OR/OR-AND,175,175,12.6
adder cells (fa/ha/maj),84,84,11.3
AND/OR/NAND/NOR,177,177,9.09
## power groups by stage
stage / Combinational [µW] / Clock (µW) / Sequential (µW)
4_1_cts: 876 / 919 / 1220
5_1_grt: 985 / 956 / 1230
6_report: 871 / 884 / 1220
## final timing paths
path,from,to,slack (ns),cells after the start
worst max-delay path,r_main_ST[1]$_DFF_PP0_,o_clk_low,5.39,1
worst min-delay path,r_comb_1_decimation_1[10]$_DFFE_PP_,r_comb_1_decimation_2[10]$_DFFE_PP_,0.42,0
worst max register to register,r_intergrator_1[5]$_DFF_P_,r_intergrator_2[14]$_DFF_P_,6.40,8
worst min register to register,r_comb_1_decimation_1[10]$_DFFE_PP_,r_comb_1_decimation_2[10]$_DFFE_PP_,0.42,0
max in group asynchronous,i_reset,r_main_ST[1]$_DFF_PP0_,7.17,2
min in group asynchronous,i_reset,r_counter[1]$_DFF_PP0_,1.52,2
## flip-flops by register name, summed over array words and instances, names as in the netlist, 10 cells and up
register / count
r_comb_2: 13
r_comb_0: 14
r_intergrator_2: 16
r_comb_1: 13
r_comb_1_decimation_1: 13
r_comb_1_decimation_2: 13
r_intergrator_0: 26
r_intergrator_2_decimation_1: 14
r_comb_2_decimation_2: 12
r_intergrator_1: 21
r_comb_2_decimation_1: 12
r_intergrator_2_decimation_2: 14
r_comb_3: 10
## area by class of cell
cell class,instances,area [µm²]
Timing Repair Buffer,22,215
Inverter,64,240
Clock inverter,13,111
Sequential cell,205,5420
Fill cell,3042,20500
Tap cell,402,503
Clock buffer,26,597
Multi-Input combinational cell,524,3940
## per-stage QoR
| stage | power, µW | area, µm² | setup WS (ns) |
|---|---|---|---|
| 2_1_floorplan | 1940 | 9620 | 4.23 |
| 3_3_place_gp | 2090 | 10300 | 5.89 |
| 3_5_place_dp | 2100 | 10300 | 5.87 |
| 4_1_cts | 3010 | 11000 | 5.34 |
| 5_1_grt | 3170 | 11000 | 5.29 |
| 6_report | 2970 | 11000 | 5.39 |
Power is estimated from default activity; no workload was simulated.
